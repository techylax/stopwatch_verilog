==> /design/flow/design.v <==
`timescale 1ns / 1ps
module counter_bcd(input logic clk, rst, enb,
	               output logic [3:0] q,
	           output logic 	  carry);
assign carry = ((q == 4'd9) && enb);
  always_ff @( posedge clk )
    begin
       if (rst || carry) q <= 0;
       else if (enb) q <= q + 1;
    end
endmodule  
`timescale 1ns / 1ps
module multiple_bcd1(input logic en, reset,clk,
                    output logic [3:0] d1,d2,d3,d4 
                    );
                    logic carry;
                    logic carry1;
                    logic carry2;
counter_bcd M_INST1 (.rst(reset), .enb(en), .clk(clk), .q(d1), .carry(carry));
counter_bcd M_INST2 (.rst(reset), .enb(carry), .clk(clk), .q(d2), .carry(carry1));
counter_bcd M_INST3 (.rst(reset), .enb(carry1), .clk(clk), .q(d3), .carry(carry2));
counter_bcd M_INST4 (.rst(reset), .enb(carry2), .clk(clk), .q(d4));
endmodule
==> /design/flow/run.sh <==
#!/bin/bash
# OpenROAD 26Q1-2900-gdf79404cd8, Yosys 0.63+post, stock flow scripts
make -C /OpenROAD-flow-scripts/flow DESIGN_CONFIG=/design/flow/config.mk WORK_HOME=/design/flow/orfs finish
==> /design/flow/config.mk <==
export PLATFORM = sky130hd
export DESIGN_NAME = multiple_bcd1
export DESIGN_NICKNAME = multiple_bcd1
export VERILOG_FILES = /design/flow/design.v
export SDC_FILE = /design/flow/constraint.sdc
export NUM_CORES = 4
export LEC_CHECK = 1
export CORE_AREA = 10 10 72 72
export DIE_AREA = 0 0 82 82
export SYNTH_HDL_FRONTEND = slang
==> /design/flow/constraint.sdc <==
current_design multiple_bcd1

set clk_period 2.4
set clk_io_pct 0.2

create_clock -name clk0 -period $clk_period [get_ports {clk}]

set non_clock_inputs [all_inputs -no_clocks]
set_input_delay [expr $clk_period * $clk_io_pct] -clock clk0 $non_clock_inputs
set_output_delay [expr $clk_period * $clk_io_pct] -clock clk0 [all_outputs]
==> COMMIT_EDITMSG <==
Refresh implementation metrics

* Area Overhead vs Synth: 34.31%
* Power, Total: 0.0005374 W
- The worst-case max-slew headroom was logged as 78.30%.
- Data required time of the worst path: 2.58 ns
- For this run, design rule violations remaining after detail routing come to 0.
- The layout summary lists the proportion of cells stronger than drive strength 1 as 9.402%.
- Die footprint: 6724 um^2
* Maximum fanout along the worst path: 8
- Share of the core filled by cells before placement: 23.03%
* CTS clock-pin slew for the worst setup and hold paths: 0.06 ns
- In this run the deepest clock path goes through 2 buffers.
- Element type at the critical path start: primary input
- Number of buffers added to fix hold violations after cts: 0
- Pwr/cell area: 470.9 nW/um^2
- Routed vias: 707
- Root buffer selected by CTS: clkbuf_8
- Cycle use final: 75.67%
- Height of the chip: 82 um
* Pin count of the biggest net entering global routing: 14
- After its last routability iteration, the placer logged a weighted congestion of 0.8237.
* Initial antenna violation count: 0
- Antenna Cells: 0
* Clk_skew: 0.003905 ns
- Data arrival at the endpoint of the critical path: 1.99 ns
- The synthesized instance count is 96.
* Count of distinct cell types in the synthesized netlist: 30
- Final number of max-transition violations: 0
* Total detailed-routing wirelength: 1700 um
- First-pass GRT wire length: 2911 um
- Resized Gates After CTS: 0
* HP Class: reg2reg
- Average vias per placed instance: 4.285
- Vias in the first global route: 638
- Count of pins on the block boundary: 19
- The number of cells reported by Yosys stat comes to 96.
- Number of clock sinks: 16
- Result of the run: complete, no violations
- Adding up every negative setup slack in the final design gives 0 ns.
* Routed len/inst: 10.30 um
* Leak: 0.3959 nW
- Number of buffers added by the clock tree synthesis step: 3
- Number of nets with antenna violations after routing: 0
* Number of input and output port buffers inserted: 18
- Final-layout fill cell count: 382
- Tally of yosys warning messages: 0
- First-pass iteration count of the detailed router: 4
* Minimum clock period: 1.816 ns
- Static timing analysis puts the maximum clock frequency at 0.5506 GHz.
- Worst Setup End Kind: flop
- In this run the cell area of the synthesized design comes to 849.6 um^2.
- Global-route total usage across every layer: 5.345%
- Looking at the clock tree report, the H-tree level count equals 1.
- The report counts max-capacitance violations totalling 0.
- Count of warning messages emitted by the tools: 29
- Endpoints with negative setup slack in the final report add up to 0.
* CTS tree: built
- Critical path class: in2reg
* Setup repair after global routing missed its margin: false
- For reference, the post-synthesis area per instance comes to 8.850 um^2.
- Final global-route overflow total: 0
* Post-CTS setup buffers: 0
- Area of the core: 3689 um^2
- Half-perimeter wire length after placement: 1308 um
- For the pin with the worst max-slew slack, the measured transition is 0.3255 ns.
- In the Yosys report, the sequential cells make up 37.70% of the chip area.
* Max rail drop VDD: 0.3880 mV
- Yosys stat chip area: 849.6 um^2
* Number of hold violations in the final report: 0
- In this run the core area contains 22 standard-cell rows.
* Clock insertion delay at the later pin of the skew report: 0.25 ns
- The synthesized design contains 16 register bits.
- The detailed router finished its first iteration with 34 violations.
- The horizontal die dimension reported for this design is 82 um.
[cells in the mapped netlist (all sizes together)]
cell type | number | area share [%]
and3 | 1 | 0.88
nand2b | 1 | 0.74
buf | 2 | 1.8
ha | 8 | 12
or3 | 5 | 3.7
or4 | 1 | 0.88
nor2 | 8 | 3.5
a31oi | 2 | 1.5
nor3 | 4 | 2.4
xnor2 | 3 | 3.1
nor2b | 1 | 0.74
nand4 | 1 | 0.74
and2 | 2 | 1.6
a21oi | 9 | 5.3
nand4b | 1 | 1.0
a211oi | 1 | 0.88
clkbuf | 1 | 0.44
nor4b | 1 | 1.0
and3b | 2 | 2.1
and4b | 1 | 1.6
nand3 | 4 | 3.8
a2111oi | 1 | 1.8
nand2 | 7 | 3.1
xor2 | 2 | 2.1
inv | 6 | 2.7
o21ai | 4 | 2.4
a21boi | 1 | 0.88
dfxtp | 16 | 38
[placed cells by master (no fill, tap or decap), types with 2 or more instances in the layout]
cell	count
clkdlybuf4s50_1	18
dfxtp_1	16
a21oi_1	9
nor2_1	8
ha_1	8
nand2_1	7
inv_1	6
or3_1	5
o21ai_0	4
nor3_1	4
clkbuf_8	4
nand3_1	3
xnor2_1	3
xor2_1	2
a31oi_1	2
and3b_1	2
buf_4	2
[report_power, final]
group	switching, W	internal (W)	total, W
logic	0.0000118	0.0000168	0.0000287
clock network	0.0000888	0.000145	0.000234
registers	0.00000512	0.000269	0.000275
[final cells by class]
cell class	instances	area, um^2	area share [%]
Sequential cell	16	320.3	28.07
Tap cell	48	60.06	5.263
Timing Repair Buffer	20	195.2	17.11
Inverter	6	22.52	1.974
Multi-Input combinational cell	71	488.0	42.76
Clock buffer	4	55.05	4.825
[state kept, by name, summed over array words and instances, names as in the netlist]
register and cells:
M_INST2.q 4, M_INST4.q 4, M_INST1.q 4, M_INST3.q 4
[final timing paths]
| check | startpoint | to | slack, ns | depth (start not counted) |
|---|---|---|---|---|
| max | en | M_INST4.q[2]$_SDFFE_PP0P_ | 0.58 | 5 |
| min | M_INST4.q[3]$_SDFFE_PP0P_ | M_INST4.q[3]$_SDFFE_PP0P_ | 0.52 | 2 |
| max reg2reg | M_INST2.q[0]$_SDFFE_PP0P_ | M_INST4.q[2]$_SDFFE_PP0P_ | 0.60 | 5 |
| min reg2reg | M_INST4.q[3]$_SDFFE_PP0P_ | M_INST4.q[3]$_SDFFE_PP0P_ | 0.52 | 2 |
[through the flow]
step | hold WS, ns | setup slack (ns) | area, um^2 | instances | utilization, %
2_1_floorplan | 0.4536 | 0.7932 | 849.6 | 96 | -
3_3_place_gp | 0.4961 | 0.3784 | 1086 | 161 | 29.44
3_5_place_dp | 0.5092 | 0.3426 | 1086 | 161 | 29.44
4_1_cts | 0.5217 | 0.5945 | 1141 | 165 | 30.94
5_1_grt | 0.5614 | 0.4743 | 1141 | 165 | 30.94
6_report | 0.5159 | 0.5838 | 1141 | 165 | 30.94
[worst max-delay path: stages]
cell             delay (ns)
clkdlybuf4s50_1        0.49
and4b_4                0.30
nand3_4                0.10
or4_1                  0.49
a21oi_1                0.13
[logic make-up after synthesis]
family	after synthesis	synth area share [%]
and+or+nand+nor	40	27.84
DFF	16	37.70
xor gates and xnor gates	5	5.156
AOI/OAI and AO/OA	18	12.67
buffers and inverters	9	4.859
adders and majority gates	8	11.78
[layer usage]
metal  global-route usage, %  up-vias  share of wire, %
met5                       0        -                 0
met4                  0.5102        0              0.47
met3                   2.974        2                14
met2                   7.445       24                39
met1                   7.358      306                47
li1                        -      375                 -
Power and IR drop assume default switching activity.
