==> design.v <==
`timescale 1ns / 1ps
module clkdiv(input logic clk, input logic reset, output logic sclk);
   parameter DIVFREQ = 100;   
   parameter DIVBITS = 26;    
   parameter CLKFREQ = 100_000_000;
   parameter DIVAMT = (CLKFREQ / DIVFREQ) / 2;
   logic [DIVBITS-1:0] q;
   always_ff @(posedge clk)
     if (reset) begin
	    q <= 0;
	    sclk <= 0;
     end
     else if (q == DIVAMT-1) begin
	    q <= 0;
	    sclk <= ~sclk;
     end
     else q <= q + 1;
endmodule  
`timescale 1ns / 1ps
module count_3bit ( input logic clk, rst, 
                     output logic [2:0]q );  
    always_ff @ (posedge clk)   
        if (rst) q <= 3'd0;     
         else q <= q + 3'd1;    
endmodule 
`timescale 1ns / 1ps
module counter_bcd(input logic clk, rst, enb,
	               output logic [3:0] q,
	           output logic 	  carry);
assign carry = ((q == 4'd9) && enb);
  always_ff @( posedge clk )
    begin
       if (rst || carry) q <= 0;
       else if (enb) q <= q + 1;
    end
endmodule  
`timescale 1ns / 1ps
module debounce(input logic clk, pb, output logic pb_debounced);
   parameter CLKFREQ = 1000;     
   parameter DEBOUNCE_MS = 10;   
   parameter CTRBITS = $clog2(DEBOUNCE_MS*CLKFREQ/1000);
   logic pb_q1, pb_q2, pb_edge, carry;
   logic [CTRBITS:0] count;   
   assign carry = count[CTRBITS];
   always_ff @(posedge clk)
     begin
	pb_q1 <= pb;
	pb_q2 <= pb_q1;
	if (carry) pb_debounced <= pb_q2;
     end
   assign pb_edge = pb_q1 ^ pb_q2;   
   always_ff @(posedge clk)
     if (pb_edge) count <= '0;
     else if (!carry) count <= count + 1;
endmodule  
`timescale 1ns / 1ps
module dec_3_8(input logic [2:0] a,
output logic [7:0] y_1);
logic [7:0]y;
always_comb
    begin
        case (a)
        3'd0: y = 8'b00000001;
        3'd1: y = 8'b00000010;
        3'd2: y = 8'b00000100;
        3'd3: y = 8'b00001000;
        3'd4: y = 8'b00010000;
        3'd5: y = 8'b00100000;
        3'd6: y = 8'b01000000;
        3'd7: y = 8'b10000000;
        default: y = 4'b00000000;
        endcase
    end 
  assign y_1=~y;
endmodule
`timescale 1ns / 1ps
module lab10_top(input logic clk_100MHz,
                input logic reset,
                input logic startstop,
                input logic lap_time, 
                output logic [7:0] an_1,
                output logic [6:0] segs_1
                );
                logic clk_1KHz;
                logic run_deb;
                logic run2;
                logic run3;
                logic [3:0] d1,d2,d3,d4,d5,d6,d7,d8;
                logic lap_deb;
                logic lap_pulse;
    clkdiv #(.DIVFREQ(1000)) U_CLKDIV( .clk(clk_100MHz), .reset(reset), .sclk(clk_1KHz) );
    debounce U_INST1 (.clk(clk_1KHz), .pb(startstop),.pb_debounced(run_deb));
    single_pulser U_INST4 (.clk(clk_1KHz), .din(run_deb), .d_pulse(run2) );
    debounce U_INST2 (.clk(clk_100MHz), .pb(lap_time),.pb_debounced(lap_deb));
    single_pulser U_INST7 (.clk(clk_1KHz), .din(lap_deb), .d_pulse(lap_pulse) );
    stopwatch_fsm U_INST5 (.clk(clk_1KHz), .reset(reset), .ststop(run2), .run(run3));
    multiple_bcd U_INST6 (.clk(clk_1KHz), .en(run3), .reset(reset), .d1(d1), .d2(d2), .d3(d3), .d4(d4));
    sevenseg_control U_INST3(.clk(clk_1KHz), .rst(reset), .d0(d1), .d1(d2), .d2(d3), .d3(d4), .d4(d5), .d5(d6), .d6(d7), .d7(d8), .an_1(an_1), .segs_1(segs_1)  );
    register U_INST8 (.clk(clk_1KHz), .d(d1), .en(lap_pulse), .q(d5));
    register U_INST9 (.clk(clk_1KHz), .d(d2), .en(lap_pulse), .q(d6));
    register U_INST10 (.clk(clk_1KHz), .d(d3), .en(lap_pulse), .q(d7));
    register U_INST11 (.clk(clk_1KHz), .d(d4), .en(lap_pulse), .q(d8));
endmodule
`timescale 1ns / 1ps
module multiple_bcd(input logic en, reset,clk,
                    output logic [3:0] d1,d2,d3,d4 
                    );
                    logic carry;
                    logic carry1;
                    logic carry2;
counter_bcd M_INST1 (.rst(reset), .enb(en), .clk(clk), .q(d1), .carry(carry));
counter_bcd M_INST2 (.rst(reset), .enb(carry), .clk(clk), .q(d2), .carry(carry1));
counter_bcd M_INST3 (.rst(reset), .enb(carry1), .clk(clk), .q(d3), .carry(carry2));
counter_bcd M_INST4 (.rst(reset), .enb(carry2), .clk(clk), .q(d4));
endmodule
`timescale 1ns / 1ps
module mux_8_1(input logic [3:0] d0, d1, d2, d3, d4, d5, d6, d7,
               input logic [2:0] s,
               output logic [3:0] y );
    always_comb
        case (s)
        3'b000: y = d0;
        3'b001: y = d1;
        3'b010: y = d2;
        3'b011: y = d3;
        3'b100: y = d4;
        3'b101: y = d5;
        3'b110: y = d6;
        3'b111: y = d7;
        default: y = 3'd0;
    endcase
endmodule
`timescale 1ns / 1ps
module register(input logic clk, en, 
             input logic [3:0] d, 
             output logic [3:0] q);
always_ff @(posedge clk)
     begin
        if (en)q<=d;
     end
endmodule
`timescale 1ns / 1ps
module sevenseg_control(input logic [3:0] d0,d1,d2,d3,d4,d5,d6,d7, 
                        input logic clk, rst,
                        output logic [7:0] an_1,
                        output logic [6:0] segs_1
                        );
                        logic [2:0] q;
                        logic [3:0] y;
  count_3bit U_INST3 ( .clk(clk), .rst(rst), .q(q));
  mux_8_1 U_INST4 (.d0(d0), .d1(d1), .d2(d2), .d3(d3), .d4(d4), .d5(d5), .d6(d6), .d7(d7), .s(q), .y(y));
  dec_3_8 U_INST2 ( .a(q), .y_1(an_1) );
  sevenseg_hex U_INST1  ( .data(y), .segs_1(segs_1) );
endmodule
`timescale 1ns / 1ps
module sevenseg_hex(input logic [3:0] data,
output logic [6:0] segs_1);
always_comb
    begin
        case (data)
    4'd0: segs_1 = 7'b0000001;
    4'd1: segs_1 = 7'b1001111;
    4'd2: segs_1 = 7'b0010010;
    4'd3: segs_1 = 7'b0000110;
    4'd4: segs_1 = 7'b1001100;
    4'd5: segs_1 = 7'b0100100;
    4'd6: segs_1 = 7'b0100000;
    4'd7: segs_1 = 7'b0001111;
    4'd8: segs_1 = 7'b0000000;
    4'd9: segs_1 = 7'b0001100;
    4'd10: segs_1 = 7'b0001000;
    4'd11: segs_1 = 7'b1100000;
    4'd12: segs_1 = 7'b1110010;
    4'd13: segs_1 = 7'b1000010;
    4'd14: segs_1 = 7'b0110000;
    4'd15: segs_1 = 7'b0111000;
    default: segs_1 = 7'b0000000;
        endcase
    end
endmodule
`timescale 1ns / 1ps
module single_pulser(input logic clk, din, 
                     output logic d_pulse);
   logic dq1, dq2;
   always_ff @(posedge clk)
     begin
	   dq1 <= din;
	   dq2 <= dq1;
     end
   assign d_pulse = dq1 & ~dq2;
endmodule  
`timescale 1ns / 1ps
module stopwatch_fsm(input logic ststop, 
                     input logic clk, 
                     input logic reset, 
                     output logic run);
  typedef enum logic [1:0] {
		START = 2'b00,
		STOP = 2'b01
  } state_t;
  state_t p_s, n_s;
    always_ff @(posedge clk)
    begin
      if (reset) 
      p_s <= START;
      else p_s <= n_s;
    end
  always_comb
    begin
       case (p_s)
        START:
         begin
         run  = 1;
            if(ststop == 1)
                n_s = STOP;
            else
                 n_s = START;            
         end
        STOP:
        begin
            run = 0;
            if(ststop == 1 )
            n_s = START;
            else
            n_s = STOP;
          end
        default:
            begin
                run = 0;
                n_s = START;
             end
      endcase
  end
endmodule
==> run.sh <==
#!/bin/bash
# OpenROAD 26Q1-2900-gdf79404cd8, Yosys 0.63+post, stock flow scripts
make -C /OpenROAD-flow-scripts/flow DESIGN_CONFIG=/design/flow/config.mk WORK_HOME=/design/flow/orfs finish
==> config.mk <==
export PLATFORM = sky130hd
export DESIGN_NAME = lab10_top
export DESIGN_NICKNAME = lab10_top
export VERILOG_FILES = /design/flow/design.v
export SDC_FILE = /design/flow/constraint.sdc
export NUM_CORES = 4
export LEC_CHECK = 1
export CORE_UTILIZATION = 40
export SYNTH_HDL_FRONTEND = slang
==> constraint.sdc <==
current_design lab10_top

set clk_period 3.9
set clk_io_pct 0.2

create_clock -name clk0 -period $clk_period [get_ports {clk_100MHz}]

set non_clock_inputs [all_inputs -no_clocks]
set_input_delay [expr $clk_period * $clk_io_pct] -clock clk0 $non_clock_inputs
set_output_delay [expr $clk_period * $clk_io_pct] -clock clk0 [all_outputs]
==> impl_metrics.csv <==
group,metric,value,unit
run_status,status,"completed",
power,powerDensity,145,nW/um2
synth,syn_inst,405,
synth,syn_area_per_cell,10.3,um2
floorplan,die_y,104,um
timing,untimed_endpoints,89,
floorplan,die_area,10800,um2
cts,root_buffer,"clkbuf_8",
grt,grt_max_degree,58,
finish,lay_top_count,"dfxtp_1",
cts,clk_latency,0.29,ns
cts,cts_tree,"built",
cts,cts_hold_buffers,0,
critical_path,worstPathArrival,2.26,ns
cts,ctsHtreeMaxLevel,2,
synth,ys_ff,92,
synth,ys_sh_aoi,8.59,%
timing,setup_viol,0,
placement,numPortBuffers,18,
synth,top_logic_kind,"simple AND/OR/NAND/NOR gates",
detailed_routing,vias,2778,
floorplan,initCoreUtil,42.0,%
synth,edf_count,18,
finish,synthToLayoutAreaGrowth,9.65,%
critical_path,required,4.05,ns
run,max-cap-violations,0,
detailed_routing,antenna_cells,0,
cts,clkTransAtPathRegs,0.07,ns
timing,slew_viol_final,0,
placement,gp_congestion,0.848,
synth,yosys_warnings,0,
detailed_routing,viasPerCell,4.97,
run,warning_count,39,
timing,grt_setup_unrepaired,"false",
timing,tightest_slew,0.765,ns
synth,ys_seq_share,48.6,%
cts,post_cts_buffers,0,
timing,finalCritPeriodShare,53.9,%
detailed_routing,wire_per_inst,11.4,um
synth,yosys.area_share.simple,20.5,%
critical_path,crit_fanout,26,
floorplan,die_w,104,um
critical_path,worst_setup_path_start_kind,"flop",
floorplan,ios,19,
synth,yosysCellCount,405,
timing,setup_tns,0,ns
synth,flop_cell,"dfxtp_1",
synth,synthTopCellsByArea,"dfxtp_1, edfxtp_1, ha_1",
detailed_routing,drc,0,
synth,yosysTopAreaCell,"dfxtp_1",
timing,slew_headroom,48.6,%
cts,cts_buffers,5,
synth,synthDistinctLibCells,55,
finish,fin_util,46.1,%
floorplan,core,9910,um2
grt,antenna_found_initial,0,
grt,grt_overflow,0,
detailed_routing,routed_wl,6400,um
hold_path,worstHoldPathType,"reg -> reg",
grt,grt_pass1_wl,11300,um
synth,netlist_area,4160,um2
finish,drive_gt1_share,7.28,%
placement,dp_hpwl,4700,um
critical_path,cp_slowest_cell,"or2_2",
detailed_routing,antenna_left,0,
detailed_routing,drtIter0Drc,142,
cts,ctsResizeCount,0,
finish,final_cell_mix,"dfxtp_1, nor2_1, xor2_1, ha_1",
critical_path,cp-end-kind,"flop",
synth,mux_share,3.49,%
grt,grt.total_usage,12.6,%
timing,clock_skew,0.00631,ns
synth,top_cell_area_share,35.6,%
grt,grt_pass1_vias,2513,
power,ir_drop,0.245,mV
timing,period_needed,2.10,ns
detailed_routing,first_pass_iters,4,
timing,fmaxAchievable,475,MHz
power,cellLeakagePower,1.72,nW
timing,unclocked_pins,57,
critical_path,cp_slowest_stage_delay,0.51,ns
critical_path,worstSetupPathType,"reg -> reg",
cts,clockBufferDepth,2,
synth,ys_sh_xor,8.20,%
synth,fa_ha_area_share,7.21,%
timing,finalHoldViolCount,0,
finish,fillers,947,
synth,synth-async-reset-ratio,0,%
synth,ys_chip_area,4160,um2
critical_path,path_cells,"ha_1, and3_1, nand3_1, nor4_1, or2_2, nor2_1",
floorplan,num_rows,36,
## worst paths after layout
| check | slack, ns | start | depth (start not counted) | end |
|---|---|---|---|---|
| min reg2reg | 0.36 | U_INST2.pb_q1 | 0 | U_INST2.pb_q2 |
| min | 0.36 | U_INST2.pb_q1 | 0 | U_INST2.pb_q2 |
| max reg2reg | 1.80 | U_CLKDIV.q[0] | 6 | U_CLKDIV.q[6] |
| max | 1.80 | U_CLKDIV.q[0] | 6 | U_CLKDIV.q[6] |
## metrics by stage
stage                     hold WS, ns  cells  setup WS (ns)  cell area (um2)  power [mW]
after floorplan                 0.349    405           2.09             4160       0.409
after global placement          0.356    551           1.69             4480       0.416
after detailed placement        0.357    551           1.68             4480       0.418
after CTS                       0.367    559           1.76             4570       0.673
after global routing            0.378    559           1.54             4570       0.692
final                           0.364    559           1.80             4570       0.663
## metal layers
metal / wire [um] / part of all wire [%] / track usage (%) / vias up
met3: 172 / 2.7 / 1.72 / 9
li1: - / - / - / 1459
met4: 95 / 1.5 / 1.84 / 0
met2: 2750 / 43 / 19.9 / 39
met1: 3390 / 53 / 19.5 / 1271
met5: 0 / 0 / 0 / -
## cell type report
| cell class | count | area, um2 | share of cell area, % |
|---|---|---|---|
| Clock buffer | 5 | 68.8 | 1.51 |
| Sequential cell | 92 | 2020 | 44.3 |
| Multi-Input combinational cell | 282 | 2000 | 43.7 |
| Timing Repair Buffer | 22 | 210 | 4.60 |
| Clock inverter | 3 | 18.8 | 0.411 |
| Tap cell | 133 | 166 | 3.64 |
| Inverter | 22 | 82.6 | 1.81 |
## state kept, by name, indices dropped and copies added, names as in the netlist, 2 cells and up
name and count:
U_INST3.U_INST3.q 3, U_INST2.count 5, U_INST10.q 4, U_CLKDIV.q 26, U_INST3.U_INST2.y 8, U_INST6.M_INST4.q 4, U_INST6.M_INST1.q 4, U_INST8.q 4
U_INST1.count 5, U_INST11.q 4, U_INST6.M_INST3.q 4, U_INST6.M_INST2.q 4, U_INST5.p_s 2, U_INST9.q 4
## critical path: cells and delay by family (launching register included)
| kind | cells | cell delay, ns |
|---|---|---|
| adders and majority gates | 1 | 0.22 |
| DFF | 1 | 0.39 |
| and+or+nand+nor | 5 | 1.36 |
## report_power, final
group	switching [mW]	internal (mW)	total (mW)
registers	0.00805	0.369	0.377
logic	0.0177	0.0143	0.0320
clock network	0.130	0.124	0.254
total	0.156	0.507	0.663
## synthesized netlist by cell type (6+ instances only)
cell,n
nor4_1,7
and3_1,6
xor2_1,29
nand2_1,22
nor3_1,9
mux2i_1,10
edfxtp_1,18
nand4_1,9
a22o_1,6
nor2_1,67
inv_1,22
nand3_1,15
xnor2_1,10
ha_1,24
dfxtp_1,74
## kinds of logic (layout without fill, tap and decap cells)
group | count (synthesis) | after routing
flops | 92 | 92
xor+xnor | 39 | 39
buf+inv | 31 | 52
simple gates | 164 | 164
compound gates | 41 | 41
fa+ha+maj | 24 | 24
mux | 14 | 14
Power is estimated from default activity; no workload was simulated.
