<file path="flow/config.mk">
export PLATFORM = sky130hd
export DESIGN_NAME = counter_bcd1
export DESIGN_NICKNAME = counter_bcd1
export VERILOG_FILES = /design/flow/design.v
export SDC_FILE = /design/flow/constraint.sdc
export NUM_CORES = 4
export LEC_CHECK = 1
export CORE_AREA = 10 10 70 70
export DIE_AREA = 0 0 80 80
export SYNTH_HDL_FRONTEND = slang
</file>
<file path="flow/constraint.sdc">
current_design counter_bcd1

set clk_period 1.7
set clk_io_pct 0.2

create_clock -name clk0 -period $clk_period [get_ports {clk}]

set non_clock_inputs [all_inputs -no_clocks]
set_input_delay [expr $clk_period * $clk_io_pct] -clock clk0 $non_clock_inputs
set_output_delay [expr $clk_period * $clk_io_pct] -clock clk0 [all_outputs]
</file>
<file path="flow/design.v">
`timescale 1ns / 1ps
module counter_bcd1(input logic clk, rst, enb,
	               output logic [3:0] q,
	           output logic 	  carry);
assign carry = (q == 4'd9) && enb;
  always_ff @( posedge clk )
    begin
       if (rst || carry) q <= 0;
       else if (enb) q <= q + 1;
    end
endmodule  
</file>
<file path="flow/run.sh">
#!/bin/bash
# OpenROAD 26Q1-2900-gdf79404cd8, Yosys 0.63+post, stock flow scripts
make -C /OpenROAD-flow-scripts/flow DESIGN_CONFIG=/design/flow/config.mk WORK_HOME=/design/flow/orfs finish
</file>
==> impl_metrics.env <==
# flow metrics
export IMPL_grt_pass1_wl_um=897
export IMPL_r2r_start="q[1]"
export IMPL_num_vias=181
export IMPL_remaining_drc_errors=0
export IMPL_setup_slack_ps=124
export IMPL_reg2reg_to="q[1]"
export IMPL_crit_arrival_ps=1240
export IMPL_maxCapViolations=0
export IMPL_drt_iter0_markers=2
export IMPL_num_rows=21
export IMPL_crit_path_max_fanout=5
export IMPL_area_leaders="dfxtp_1 40%, ha_1 13%, xnor2_1 8.8%"
export IMPL_avgSynthCellArea_um2=10.5
export IMPL_clk_path_buf_depth=2
export IMPL_setup_viol=0
export IMPL_min_to="q[1]"
export IMPL_top_area_frac=0.400
export IMPL_io_pins=8
export IMPL_finalCritPeriodShare=0.927
export IMPL_grt_pass1_vias=197
export IMPL_synthToLayoutAreaGrowth_pct=78.1
export IMPL_cts_resized=3
export IMPL_die_height_um=80
export IMPL_ys_seq_share=0.400
export IMPL_whs_path_depth=2
export IMPL_min_from="q[1]"
export IMPL_worstSetupPathType="reg -> out"
export IMPL_p_per_area_nw_per_um2=745
export IMPL_wl_um=551
export IMPL_cpLargestDelayFamily="flip-flops"
export IMPL_reg_largest_list="q (4)"
export IMPL_worst_clock_skew_ps=3.45
export IMPL_detailedPlace_worstSlack_ps=-344
export IMPL_initial_core_util=0.0586
export IMPL_openroad_warnings=26
export IMPL_cts_tree="built"
export IMPL_synth_cells=19
export IMPL_crit_slowest_cell="dfxtp_2"
export IMPL_numSynthFlops=4
export IMPL_outcome="complete, no violations"
export IMPL_synth_distinct_cells=12
export IMPL_dieWidth_um=80
export IMPL_ir_worst_vdd_uv=321
export IMPL_cts_hold_buffers=0
export IMPL_drive_gt1_frac=0.300
export IMPL_drt_wirelength_per_cell_um=7.25
export IMPL_yosys_cells=19
export IMPL_coreArea_um2=3420
export IMPL_die_area_um2=6400
export IMPL_largest_register_ffs=4
export IMPL_clock_fmax_ghz=0.634
export IMPL_worstHoldPathType="reg -> reg"
export IMPL_r2r_slack_ps=430
export IMPL_start_kind="flip-flop"
export IMPL_min_period_ps=1580
export IMPL_grt_overflow=0
export IMPL_p_leak_nw=0.132
export IMPL_io_buffers=7
export IMPL_crit_chain="inv_1 -> ha_1 -> and4b_4 -> dlygate4sd2_1"
export IMPL_antenna_cells=0
export IMPL_finalHoldViolCount=0
export IMPL_worst_pin_slew_ps=235
export IMPL_cpPeakStageDelay_ps=350
export IMPL_regMostFlops="q"
export IMPL_grt_util_all_layers=0.0188
export IMPL_netlist_area_um2=200
export IMPL_final_max_slew_viol_count=0
export IMPL_clk_latency_ps=240
export IMPL_yosys_area_um2=200
export IMPL_tns_ps=0
export IMPL_globalplace_congestion=0.665
export IMPL_grt_max_degree=7
export IMPL_rsz0062_at_grt="false"
export IMPL_cts_buffers=3
export IMPL_h_tree_depth=1
export IMPL_cts_root_buf="clkbuf_4"
export IMPL_final_antenna_net_count=0
export IMPL_clkSlewWorstSetupHoldPaths_ps=30
export IMPL_largest_area_cell="dfxtp_1"
export IMPL_detail_route_vias_per_cell=2.38
export IMPL_antenna_found_initial=0
export IMPL_postCtsSetupBuffers=0
export IMPL_yosysWarnings=0
export IMPL_relSlewSlack=0.843
export IMPL_r2r_cells=5
export IMPL_first_pass_iters=3
export IMPL_critPathBufInv=2
export IMPL_clock_sinks=4
export IMPL_cp_required_ps=1360
export IMPL_worstSetupEndpointType="primary output"
## synthesized netlist by cell type
library cell	n
inv_1	1
nand4_1	1
nor2_1	3
ha_1	2
dfxtp_1	4
xor2_1	1
a211oi_2	1
xnor2_1	2
or2_4	1
and4b_4	1
and2b_2	1
nand2_1	1
## worst register-to-register path: cells and delay by family (launching register included)
family / cells / cell delay (ps)
fa+ha+maj: 1 / 170
buf+inv: 1 / 50
compound gates: 1 / 190
simple gates: 2 / 440
flops: 1 / 350
## placed cells by master, fill, tap and decap left out
master,synthesis,layout
and4b_4,1,1
buf_4,0,1
dfxtp_2,0,1
ha_1,2,2
clkdlybuf4s50_1,0,5
and2b_2,1,1
xnor2_1,2,2
xor2_1,1,1
a211oi_2,1,1
or2_4,1,1
clkbuf_4,0,3
nor2_1,3,3
nand4_1,1,1
dfxtp_1,4,3
nand2_1,1,1
inv_1,1,1
dlygate4sd2_1,0,2
## power breakdown
part	internal (mW)	switching [mW]	total, mW
sequential	0.100	0.00486	0.105
combinational	0.0255	0.0154	0.0409
clock	0.0790	0.0405	0.120
## worst max path at each step
stage	startpoint	to	slack (ps)	depth (start not counted)
CTS	q[1]	carry	110	4
global route	q[1]	carry	90	4
finish	q[1]	carry	120	4
## logic make-up (layout without fill, tap and decap cells)
| logic type | after synthesis | in the layout | share of synthesized area |
|---|---|---|---|
| flip-flops | 4 | 4 | 0.400 |
| AND-OR/OR-AND | 1 | 1 | 0.0625 |
| buffers and inverters | 1 | 12 | 0.0187 |
| adder cells (fa/ha/maj) | 2 | 2 | 0.125 |
| AND/OR/NAND/NOR | 8 | 8 | 0.262 |
| XOR/XNOR | 3 | 3 | 0.131 |
## stage by stage
| step | instances | power (mW) | instance area (µm²) | util | hold WS [ps] |
|---|---|---|---|---|---|
| floorplan | 19 | 0.123 | 200 | - | 427 |
| global placement | 73 | 0.146 | 335 | 0.0982 | 517 |
| detailed placement | 73 | 0.148 | 335 | 0.0982 | 540 |
| CTS | 76 | 0.271 | 357 | 0.104 | 524 |
| global route | 76 | 0.280 | 357 | 0.104 | 542 |
| finish | 76 | 0.266 | 357 | 0.104 | 522 |
## metal layers
metal / vias to the layer above / track usage / wire length (µm)
met1: 78 / 0.0267 / 317
li1: 87 / - / -
met3: 5 / 0.0182 / 85
met2: 11 / 0.0177 / 133
met5: - / 0 / 0
met4: 0 / 0.00528 / 14
## final cells by class
| class | instances | area (µm²) |
|---|---|---|
| clock buffer | 3 | 22.5 |
| fill | 411 | 3060 |
| inverter | 1 | 3.75 |
| multi-input combinational | 14 | 116 |
| sequential | 4 | 81.3 |
| tap | 46 | 57.6 |
| timing repair buffer | 8 | 75.1 |
Power is estimated from default activity; no workload was simulated.
